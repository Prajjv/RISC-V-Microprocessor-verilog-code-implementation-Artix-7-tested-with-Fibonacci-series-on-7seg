`./run.sh`:
```
#!/bin/bash
# OpenROAD 26Q1-2900-gdf79404cd8, Yosys 0.63+post, stock flow scripts
make -C /OpenROAD-flow-scripts/flow DESIGN_CONFIG=/design/flow/config.mk WORK_HOME=/design/flow/orfs finish
```
`./config.mk`:
```
export PLATFORM = sky130hd
export DESIGN_NAME = instructionmemory
export DESIGN_NICKNAME = instructionmemory
export VERILOG_FILES = /design/flow/design.v
export SDC_FILE = /design/flow/constraint.sdc
export NUM_CORES = 4
export LEC_CHECK = 1
export CORE_AREA = 10 10 109 109
export DIE_AREA = 0 0 119 119
export SYNTH_HDL_FRONTEND = slang
export SYNTH_MEMORY_MAX_BITS = 65536
```
`./constraint.sdc`:
```
current_design instructionmemory

set clk_period 2.8
set clk_io_pct 0.2

create_clock -name clk0 -period $clk_period

set non_clock_inputs [all_inputs -no_clocks]
set_input_delay [expr $clk_period * $clk_io_pct] -clock clk0 $non_clock_inputs
set_output_delay [expr $clk_period * $clk_io_pct] -clock clk0 [all_outputs]
```
`./design.v`:
```
module instructionmemory(PC, RD);
	input [31:0]PC;
	output [31:0] RD;
reg [31:0] mem1[511:0];
initial
begin
mem1[0] = 32'h00000113;
mem1[1] = 32'h00000113;  
mem1[2] = 32'h00400093;  
mem1[3] = 32'h00100193;  
mem1[4] = 32'hFE20AF23;  
mem1[5] = 32'hFE30AFA3;  
mem1[6] = 32'h00310233;  
mem1[7] = 32'h0040A023;  
mem1[8] = 32'h00108093;  
mem1[9] = 32'h00018113;  
mem1[10] = 32'h00020193;  
mem1[11] = 32'h00310233;  
mem1[12] = 32'h0040A023;  
mem1[13] = 32'h00108093;  
mem1[14] = 32'h00018113;  
mem1[15] = 32'h00020193;  
mem1[16] = 32'h00310233;  
mem1[17] = 32'h0040A023;  
mem1[18] = 32'h00108093;  
mem1[19] = 32'h00018113;  
mem1[20] = 32'h00020193;  
mem1[21] = 32'h00310233;  
mem1[22] = 32'h0040A023;  
mem1[23] = 32'h00108093;  
mem1[24] = 32'h00018113;  
mem1[25] = 32'h00020193;  
mem1[26] = 32'h00310233;  
mem1[27] = 32'h0040A023;  
mem1[28] = 32'h00108093;  
mem1[29] = 32'h00018113;  
mem1[30] = 32'h00020193;  
mem1[31] = 32'h00310233;  
mem1[32] = 32'h0040A023;  
mem1[33] = 32'h00108093;  
mem1[34] = 32'h00018113;  
mem1[35] = 32'h00020193;  
mem1[36] = 32'h00310233;  
mem1[37] = 32'h0040A023;  
mem1[38] = 32'h00108093;  
mem1[39] = 32'h00018113;  
mem1[40] = 32'h00020193;  
mem1[41] = 32'h00310233;  
mem1[42] = 32'h0040A023;  
mem1[43] = 32'h00108093;  
mem1[44] = 32'h00018113;  
mem1[45] = 32'h00020193;  
mem1[46] = 32'h00310233;  
mem1[47] = 32'h0040A023;  
mem1[48] = 32'h00108093;  
mem1[49] = 32'h00018113;  
mem1[50] = 32'h00020193;  
mem1[51] = 32'h00310233;  
mem1[52] = 32'h0040A023;  
mem1[53] = 32'h00108093;  
mem1[54] = 32'h00018113;  
mem1[55] = 32'h00020193;  
mem1[56] = 32'h00310233;  
mem1[57] = 32'h0040A023;  
mem1[58] = 32'h00108093;  
mem1[59] = 32'h00018113;  
mem1[60] = 32'h00020193;  
mem1[61] = 32'h00310233;  
mem1[62] = 32'h0040A023;  
mem1[63] = 32'h00108093;  
mem1[64] = 32'h00018113;  
mem1[65] = 32'h00020193;  
mem1[66] = 32'h00310233;  
mem1[67] = 32'h0040A023;  
mem1[68] = 32'h00108093;  
mem1[69] = 32'h00018113;  
mem1[70] = 32'h00020193;  
mem1[71] = 32'h00310233;  
mem1[72] = 32'h0040A023;  
mem1[73] = 32'h00108093;  
mem1[74] = 32'h00018113;  
mem1[75] = 32'h00020193;  
mem1[76] = 32'h00310233;  
mem1[77] = 32'h0040A023;  
mem1[78] = 32'h00108093;  
mem1[79] = 32'h00018113;  
mem1[80] = 32'h00020193;  
mem1[81] = 32'h00310233;  
mem1[82] = 32'h0040A023;  
mem1[83] = 32'h00108093;  
mem1[84] = 32'h00018113;  
mem1[85] = 32'h00020193;  
mem1[86] = 32'h00008093;  
mem1[87] = 32'h00202303;  
mem1[88] = 32'h00302303;  
mem1[89] = 32'hFF00A483;  
mem1[90] = 32'hFF10A483;  
mem1[91] = 32'hFF20A483;  
mem1[92] = 32'hFF30A483;  
mem1[93] = 32'hFF40A483;  
mem1[94] = 32'hFF50A483;  
mem1[95] = 32'hFF60A483;  
mem1[96] = 32'hFF70A483;  
mem1[97] = 32'hFF80A483;  
mem1[98] = 32'hFF90A483;  
mem1[99] = 32'hFFA0A483;  
mem1[100] = 32'hFFB0A483;  
mem1[101] = 32'hFFC0A483;  
mem1[102] = 32'hFFD0A483;  
mem1[103] = 32'hFFE0A483;  
mem1[104] = 32'hFFF0A483;  
mem1[105] = 32'hFE4187E3;  
end
assign RD = mem1[PC];
endmodule
```
==> out/results.tsv <==
metric	value	unit
critPathKind	in -> out	
p_seq_share	0	%
final_util	34.57	%
syn2layout_area_growth	85.32	%
grt_max_degree	19	
postPlaceCellArea	2826	um2
crit_chain	buf_8 -> inv_4 -> ha_4 -> and2_4 -> or3_4 -> buf_4 -> o2111a_1 -> a21oi_2 -> o2111ai_1 -> buf_2	
ys_area	1798	um2
internal_power	0.2867	mW
grt_usage	11.56	%
grt_setup_unrepaired	yes	
slew_violations	0	
drt_iter0_drc	193	
io_buffers	31	
boundaryPins	64	
grt_overflow	0	
synth_cell_types	59	
vias	2700	
rows	36	
wl	8848	um
die_x	119	um
dieArea	14160	um2
wl_per_cell	16.45	um
clock_power_share	0	%
hold_class	in -> out	
clockBufferCount	0	
synthCells	293	
power_leakage	1.451	nW
max-cap-violations	0	
cp_max_fo	4	
status	finished, final reports clean	
first_global_vias	2602	
yosys_warnings	0	
drive_gt1_share	47.16	%
p_sw	0.2647	mW
min_period_over_period	97.90	%
route.detailed.drc	0	
netlist_area	1798	um2
diodes	0	
period_minus_slack	2.741	ns
yosysCellCount	293	
crit_arrival	2.18	ns
syn_avg_cell_area	6.136	um2
max_stage_delay	0.39	ns
routabilityCongestion	0.9896	
firstDrtPassIters	5	
setup_viol	0	
hold_viol	0	
grt_pass1_wl	13720	um
area_leaders	buf_4 8.4%, a21oi_1 7.8%, nand2_1 7.3%	
irDropWorstVdd	71.03	uV
setup.worst_path.start_class	input port	
yosysTopAreaCell	buf_4	
avgViaCountPerCell	5.019	
common_cells	35 x nand2_1, 28 x a21oi_1, 25 x o21ai_0	
seq_cells	0	
initial_core_util	18.65	%
regArea	0	um2
max_freq	364.8	MHz
crit_path_end_kind	output pin	
dp_hpwl	6751	um
pwr-share-comb	100.0	%
top_area_share	8.351	%
slowest_stage	or3_4	
die-height	119	um
warning_count	66	
stdcell_area	3332	um2
power_switching_share	48.00	%
p_per_area	165.5	nW/um2
antenna_left	0	
top_cell	nand2_1	
seq_area_frac_synth	0	%
core	9639	um2
antenna_found_initial	0	
cp.required	2.24	ns
## what timing repair did
action	in CTS	in global routing
setup endpoints to repair	24	20
gates cloned	1	0
resized	120	29
hold buffers	0	0
pin swaps	20	18
buffers inserted	12	1
## layer usage
metal  track usage [%]  part of all wire, %
met3             1.199                  5.7
met4             3.282                  2.2
met2             18.19                   46
met5                 0                    0
met1             16.32                   46
## area by class of cell
cell class / count / area [um2]
timing repair buffer: 149 / 1264
inverter: 9 / 41.29
multi-input combinational: 247 / 1861
fill: 974 / 6307
tap: 133 / 166.4
## power groups by stage
stage / clock [mW] / combinational (mW) / sequential (mW)
CTS: 0 / 0.523 / 0
global route: 0 / 0.591 / 0
finish: 0 / 0.551 / 0
## kinds of logic after synthesis
logic type               share of synthesized area (%)
AND-OR/OR-AND                                    42.31
adder cells (fa/ha/maj)                          6.263
buffers and inverters                            16.28
multiplexers                                     5.776
other                                           0.4177
AND/OR/NAND/NOR                                  28.95
## stage by stage
stage          instances  hold slack (ns)  worst slack [ns]  TNS [ns]  total power [mW]
2_1_floorplan        299            1.313           0.08149         0            0.2275
3_3_place_gp         524            2.325           -0.8375    -14.28            0.4634
3_5_place_dp         524            2.303           -0.8212    -14.35            0.4603
4_1_cts              537            1.867          -0.04936  -0.09108            0.5232
5_1_grt              538            1.808          -0.01360  -0.01360            0.5909
6_report             538            1.780           0.05878         0            0.5514
## cell usage in the layout (no fill, tap or decap), types with 6 or more instances in the layout
cell               n
conb_1             8
nor2_1            12
a31oi_1            8
o21ai_0           19
o21ai_1            7
clkdlybuf4s50_1   12
a21oi_1           23
nand2b_1           7
dlygate4sd2_1      7
buf_4            101
nand2_1           33
buf_6             15
nand3_1            6
## critical path: cells and delay by family
family                     cells  cell delay [ns]
AOI/OAI and AO/OA              3             0.37
buffers and inverters          4             0.48
adders and majority gates      1             0.20
and+or+nand+nor                2             0.56
## final timing paths
kind | endpoint | slack (ns) | cells past startpoint | startpoint
worst max-delay path | RD[8] | 0.06 | 10 | PC[0]
worst min-delay path | RD[8] | 1.78 | 5 | PC[2]
Power and IR drop assume default switching activity.
