### design/flow/run.sh
#!/bin/bash
# OpenROAD 26Q1-2900-gdf79404cd8, Yosys 0.63+post, stock flow scripts
make -C /OpenROAD-flow-scripts/flow DESIGN_CONFIG=/design/flow/config.mk WORK_HOME=/design/flow/orfs finish
### design/flow/config.mk
export PLATFORM = sky130hd
export DESIGN_NAME = DataMemory
export DESIGN_NICKNAME = DataMemory
export VERILOG_FILES = /design/flow/design.v
export SDC_FILE = /design/flow/constraint.sdc
export NUM_CORES = 4
export LEC_CHECK = 1
export CORE_UTILIZATION = 30
export SYNTH_HDL_FRONTEND = slang
export SYNTH_MEMORY_MAX_BITS = 65536
### design/flow/constraint.sdc
current_design DataMemory

set clk_period 181.4
set clk_io_pct 0.2

create_clock -name clk0 -period $clk_period [get_ports {clk}]

set non_clock_inputs [all_inputs -no_clocks]
set_input_delay [expr $clk_period * $clk_io_pct] -clock clk0 $non_clock_inputs
set_output_delay [expr $clk_period * $clk_io_pct] -clock clk0 [all_outputs]
### design/flow/design.v
module DataMemory #(parameter Width = 32)
(input clk,MemWrite,MemRead, [Width-1:0] ALUResult,WriteData,  
output [Width-1:0] ReadData);
reg [Width-1:0] mem1[511:0];
initial
begin
mem1[0] = 32'h00000000;
mem1[1] = 32'h00000000;
mem1[2] = 32'h00000000;
mem1[3] = 32'h00000000;
mem1[4] = 32'h00000000;
mem1[5] = 32'h00000000;
mem1[6] = 32'h00000000;
mem1[7] = 32'h00000000;
mem1[8] = 32'h00000000;
mem1[9] = 32'h00000000;
mem1[10] = 32'h00000000;
mem1[11] = 32'h00000000;
mem1[12] = 32'h00000000;
mem1[13] = 32'h00000000;
mem1[14] = 32'h00000000;
mem1[15] = 32'h00000000;
mem1[16] = 32'h00000000;
mem1[17] = 32'h00000000;
mem1[18] = 32'h00000000;
mem1[19] = 32'h00000000;
mem1[20] = 32'h00000000;
mem1[21] = 32'h00000000;
mem1[22] = 32'h00000000;
mem1[23] = 32'h00000000;
mem1[24] = 32'h00000000;
mem1[25] = 32'h00000000;
mem1[26] = 32'h00000000;
mem1[27] = 32'h00000000;
mem1[28] = 32'h00000000;
mem1[29] = 32'h00000000;
mem1[30] = 32'h00000000;
end
always @(posedge clk)
begin
if(MemWrite==1'b1)
mem1[ALUResult] <= WriteData;
end
assign ReadData = (MemRead==1'b1) ? mem1[ALUResult]: 32'd0; 
endmodule
==> results.toml <==
# implementation run metrics
[outcome]
status = "finished with violations"
violations = "max-capacitance violations, max-slew violations"

[timing]
finalSetupViolCount = 0
rsz0062_at_grt = "no"
drv_slew = 2
period_needed_ns = 83.68
fmax_mhz = 12.0
hold_violations = 0
worst_slew_pin_slew_ns = 1.57
finalClockPeriodUsage_pct = 46.1
relSlewSlack_pct = -5.43
setup_tns_ns = 0

[pwr]
fin_total_pwr_mw = 7.76
cellLeakagePower_nw = 223
peakVddDrop_v = 0.0000131
powerDensity_mw_per_mm2 = 10.7

[cts]
clk_pin_slew_worst_paths_ns = 0.06
cts_tree = "yes"
cts_hold_buf = 0
cts.sinks = 16400
cts-root-buf = "clkbuf_16"
post_cts_buffers = 0
cts_resized = 0
h-tree-depth = 7
cts_buffers = 1526
max-clock-path-buffers = 5

[critical_path]
crit_arrival_ns = 47.40
cpMostUsedCell = "buf_4"
max_stage_delay_ns = 0.74
start_kind = "input port"
cp_cell_sequence = "buf_16, buf_4, buf_12, buf_4, buf_4, buf_4, buf_4, buf_4, buf_4, buf_4, buf_4, buf_4, mux2i_1, o22ai_1, or4_1, a21oi_1, a31oi_1, buf_4, nor4_2, buf_4, a41oi_2, clkdlybuf4s50_1"
worstSetupEndpointType = "output port"
critical_path_required_ns = 145.12
critical_path_class = "in2out"
critPathMaxFanout = 81
cp_slowest_cell = "buf_4"

[grt]
grt_usage_pct = 19.9
antenna_found_initial = 200
grt_pass1_vias = 338000
grt_max_degree = 112
grt_overflow_total = 0
grt_pass1_wl_mm = 2670

[layout]
drive_gt1_share_pct = 26.4
top_regs = "mem1: 16384 flops"
top_register = "mem1"
final_util_pct = 34.9
nFillCells = 187000
largest_reg_flops = 16400
syn_to_final_growth_pct = 15.9
seqCellArea_mm2 = 0.492
logic_area_mm2 = 0.130

[drt]
drc = 0
post_drt_wl_per_cell_um = 32.9
totalWireLength_mm = 1960
drt_first_pass_iters = 8
viasPerCell = 5.19
ant_nets = 0
vias = 309000
drtIter0Drc = 21800

[synth]
top_area_share_pct = 78.8
ys_seq_share_pct = 78.8
netlist_area_mm2 = 0.625
ys_cells = 28400
synthTopCellsByCount = "edfxtp_1 (16400), mux4_2 (3223), mux2i_1 (2027)"
ys_warn_count = 0
synth_cell_type_count = 72
largest_area_cell = "edfxtp_1"
synth-async-reset-ratio_pct = 0
ys_area_mm2 = 0.625
ys_top_cells_by_area = "edfxtp_1 (79%), mux4_2 (12%), mux2i_1 (3.2%)"
edf_count = 16400
ys.flops = 16400
synth.avg_cell_area_um2 = 22.0
top_cell = "edfxtp_1"
ff_type = "edfxtp_1"
synthCells = 28400

[flow_run]
maxCapViolations = 1
warning_count = 70

[place]
portBuffers = 75
place.gp.congestion = 0.974
hpwl_mm = 1190

[floorplan]
die_y_mm = 1.45
die-area_mm2 = 2.09
initial_core_util_pct = 30.1
io_pins = 99
rows = 529
dieWidth_mm = 1.45
coreArea_mm2 = 2.08

[min_path]
hold_class = "in2reg"
-- worst paths after layout --
path,end,cells past startpoint,slack (ns),start
worst min-delay path,mem1[339][14]$_DFFE_PP_,1,35.33,WriteData[14]
worst max-delay path,ReadData[15],22,97.72,ALUResult[1]
-- cell usage in the layout (no fill, tap or decap), types with 98 or more instances in the layout --
cell / count
nand2_1: 266
nand3_1: 272
nand4_1: 102
a22o_1: 110
o211ai_1: 150
buf_4: 1881
nor2_4: 529
clkinv_2: 282
mux4_2: 3223
a31oi_1: 98
clkbuf_1: 249
clkinv_1: 349
diode_2: 473
a22oi_1: 890
clkbuf_16: 1544
o22ai_1: 606
a21oi_1: 387
o21ai_0: 393
mux2i_1: 2027
mux2_2: 205
edfxtp_1: 16400
bufinv_16: 172
-- cell type report --
class                      count  share of cell area [%]
clock buffer                1793                    5.47
timing repair buffer        1994                    2.18
inverter                      37                  0.0214
antenna                      473                   0.164
clock inverter               988                    1.45
multi-input combinational  10300                    18.0
tap                        27600                    4.77
sequential                 16400                    68.0
-- critical path, delay by kind of cell --
family          cells  cell delay (ns)
simple gates        2             0.90
mux                 1             0.27
compound gates      4             1.01
buf+inv            15             8.32
-- power breakdown --
group,internal [mW],switching (mW),leakage [nW]
logic,0.117,0.258,51.3
registers,4.17,0.000951,147
clock network,1.81,1.40,24.3
total,6.09,1.66,223
-- cell families after synthesis --
| group | synth area share (%) |
|---|---|
| mux | 15.2 |
| flops | 78.8 |
| buf+inv | 1.28 |
| compound gates | 3.38 |
| simple gates | 1.35 |
-- metal layers --
metal / up-vias / global-route usage [%] / wire length (um)
met5: - / 6.27 / 14200
met2: 25400 / 28.4 / 879000
met1: 154000 / 16.2 / 494000
met4: 262 / 10.9 / 137000
met3: 4239 / 20.3 / 438000
li1: 125000 / - / -
-- stage by stage --
| stage | hold slack [ns] | cell area, um2 | setup slack (ns) | instances |
|---|---|---|---|---|
| floorplan | 36.38 | 625000 | 106.16 | 28400 |
| global placement | 36.68 | 673000 | 97.81 | 56300 |
| detailed placement | 36.69 | 673000 | 97.72 | 56300 |
| CTS | 35.25 | 723000 | 97.70 | 59100 |
| global route | 35.33 | 724000 | 97.05 | 59500 |
| finish | 35.33 | 724000 | 97.72 | 59600 |
Power is estimated from default activity; no workload was simulated.
